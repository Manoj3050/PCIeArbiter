==> /design/flow/design.v <==
module pcie_arbiter(
    clk,
    rst_n,
    pci_req,
    pci_frame,
    pci_grnt
);
    parameter CHANNELS = 8;
    input                       clk;
    input                       rst_n;
    input [CHANNELS-1:0]        pci_req;
    input                       pci_frame;
    output reg [CHANNELS-1:0]   pci_grnt;
    reg     [1:0]               cstate;  
    reg     [1:0]               nstate;
    reg     [CHANNELS-1:0]      pci_grnt_n;
    reg                         req_granted;
    reg     [CHANNELS-1:0]      last_grant;
    reg     [3:0]               expire_counter;
    wire                        expired;
    assign expired = (expire_counter == 4'd15);
    always@(*) begin
        nstate = 2'd0;
        case(cstate)
            2'd0 : begin
                if(req_granted)
                    nstate = 2'd1;
                else
                    nstate = 2'd0;
            end
            2'd1 : begin
                nstate = 2'd2;
            end
            2'd2 : begin
                if(expired)
                    nstate = 2'd0;
                else if(pci_frame)
                    nstate = 2'd3;
                else
                    nstate = 2'd2;
            end
            2'd3 : begin
                if(pci_frame)
                    nstate = 2'd3;
                else
                    nstate = 2'd0;
            end
        endcase
    end
    always@(posedge clk or negedge rst_n) begin
        if(~rst_n)
            cstate <= 2'd0;
        else
            cstate <= nstate;
    end
    always@(posedge clk or negedge rst_n) begin
        if(~rst_n)
            expire_counter <= 4'd0;
        else
            if(cstate == 2'd2)
                expire_counter <= expire_counter + 4'd1;
            else
                expire_counter <= 4'd0;
    end
    always@(posedge clk or negedge rst_n) begin
        if(~rst_n)
            last_grant <= 8'd0;
        else
            if(cstate == 2'd1)
                last_grant <= pci_grnt_n;
    end
    always@(*) begin
        pci_grnt_n = 8'd0;
        if(cstate == 2'd0) begin
            if(pci_req[7] == 1'b1)
                pci_grnt_n = 8'b10000000;
            else if(pci_req[6] == 1'b1)
                pci_grnt_n = 8'b01000000;
            else if(pci_req[5] == 1'b1)
                pci_grnt_n = 8'b00100000;
            else begin
                if(~last_grant[4] & pci_req[4])
                    pci_grnt_n = 8'b00010000;
                else if(~last_grant[3] & pci_req[3])
                    pci_grnt_n = 8'b00001000;
                else if(~last_grant[2] & pci_req[2])
                    pci_grnt_n = 8'b00000100;
                else if(~last_grant[1] & pci_req[1])
                    pci_grnt_n = 8'b00000010;
                else if(~last_grant[0] & pci_req[0])
                    pci_grnt_n = 8'b00000001;
            end
        end
        else begin
            pci_grnt_n = pci_grnt;
        end
    end
    always@(posedge clk or negedge rst_n) begin
        if(~rst_n)
            pci_grnt <= 8'd0;
        else
            pci_grnt <= pci_grnt_n;
    end
    always@(*) begin
        if((cstate == 2'b0) & (pci_req != 8'd0 ))
            req_granted = 1'b1;
        else
            req_granted = 1'b0;
    end
endmodule
==> /design/flow/run.sh <==
#!/bin/bash
# OpenROAD 26Q1-2900-gdf79404cd8, Yosys 0.63+post, stock flow scripts
make -C /OpenROAD-flow-scripts/flow DESIGN_CONFIG=/design/flow/config.mk WORK_HOME=/design/flow/orfs finish
==> /design/flow/config.mk <==
export PLATFORM = sky130hd
export DESIGN_NAME = pcie_arbiter
export DESIGN_NICKNAME = pcie_arbiter
export VERILOG_FILES = /design/flow/design.v
export SDC_FILE = /design/flow/constraint.sdc
export NUM_CORES = 4
export LEC_CHECK = 1
export CORE_AREA = 10 10 81 81
export DIE_AREA = 0 0 91 91
==> /design/flow/constraint.sdc <==
current_design pcie_arbiter

set clk_period 2.1
set clk_io_pct 0.2

create_clock -name clk0 -period $clk_period [get_ports {clk}]

set non_clock_inputs [all_inputs -no_clocks]
set_input_delay [expr $clk_period * $clk_io_pct] -clock clk0 $non_clock_inputs
set_output_delay [expr $clk_period * $clk_io_pct] -clock clk0 [all_outputs]
==> Changelog: implementation <==
### Changed

* Core footprint at 4820 sq um
* Clk buf depth at 2
* Hold buffers post-CTS at 0
* Max VDD drop at 0.190 mV
* Bufs and invs on worst path at 1
* Buffers added on ports at 18
* Final instance area at 1230 sq um
* Layout overhead on the synthesized area at 34.2%
* Antenna Cells at 0
* Main synth FF type: dfrtp_1
* Resized Gates After CTS at 0
* Ys cells at 81
* CTS tree: yes
* Post-detail-place hpwl at 1.59 mm
* Synth Warn # at 1
* Fin Clk Skew at 6.33 ps
* Slowest cell on crit path: clkdlybuf4s50_1
* Total track usage at 4.90%
* Placed Area at 1190 sq um
* Fin crit period at 1670 ps
* Vias in the first global route at 666
* Register Area at 527 sq um
* Worst Hold Class: in -> async
* R2r setup slk at 600 ps
* Period utilisation layout at 79.4%
* Vias per cell at 3.90
* CP endpoint kind: register
* Post-CTS Setup Bufs at 0
* Slowest stage delay, CP at 510 ps
* Setup CP Type: in -> reg
* Worst EP arrival at 1840 ps
* Grt ovf at 0
* Fmax at 599 MHz
* Layout cells sized above 1 at 10.7%
* Number of remaining DRC errors at 0
* Comb gate area at 365 sq um
* Flops & latches, synth at 21
* Clk sink count at 21
* EDFF count, synth at 0
* DR iter-0 viols at 63
* CP Launch Type: primary input
* FFs w/ async S/R, synth at 100%
* Post-Syn Instances at 81
* Worst path required time at 2270 ps
* Chip area at 8280 sq um
* Dominant cell type by area after synthesis: dfrtp_1
* Pre-Place Util at 19.1%
* Ports at 19
* Die H at 91 um
* Synthesized cell area at 918 sq um
* Pin count of the biggest net entering global routing at 15
* Setup TNS at 0 ps
* Top-count cell post-synth: dfrtp_1
* Post-placement setup slack at 168 ps
* CP cell instances: clkdlybuf4s50_1, nor4b_4, nand4_2, o31ai_2
* Mapped Avg Cell Area at 11.3 sq um
* Final hold vios at 0
* Reported max-cap violation count at 0
* Clk Tree Root Cell: clkbuf_8
* Clock latency on the worst-skew pair at 260 ps
* Die X at 91 um
* Outcome: finished clean
* Rel. slew slack at 74.9%
* Synth cell types at 29
* PwrDens at 723 nW/um^2
* Setup repair after global routing missed its margin: no
* Row cnt at 25
* Synth top area cells: dfrtp_1, nand2b_1, nor2_1
* CTS H-tree lvls at 1
* Log Warnings at 25
* Static leakage at 0.510 nW
* Largest fanout on the critical path at 5
* Register area share after synthesis at 57.4%
* Pins over their slew limit at 0
* Initial antenna violation count at 0
* CP top delay family: simple AND/OR/NAND/NOR gates
* Chip area estimate from yosys synthesis at 918 sq um
* Final ANT Viol Nets at 0
* Setup violators final at 0
* DRT Pass-1 Iters at 4
* Clock transition at the registers of the reported paths at 80 ps
* GP Congestion at 0.842
* Area leader share at 54.5%
* DR WL/cell at 11.7 um
* Top cells by count, synth: dfrtp_1, nor2_1, inv_1
* DRT Wirelength at 2.00 mm
* Global-route wire length before repair at 3.36 mm
* Slew @ Worst Pin at 375 ps
* Pwr Total at 0.891 mW
* Fill count at 519
* Vias at 663
* Inserted Clock Buffers at 3
* Setup ws final at 432 ps
flip-flops by register name (all words and copies together) (netlist names):
register        cells
last_grant          5
expire_counter      4
pci_grnt            8
cstate              4
metal layers:
metal,global-route usage [%],routed length (um)
met1,7.23,1010
met2,6.62,835
met3,2.32,148
met4,0.392,0
met5,0,0
final timing paths:
kind / startpoint / to / depth (start not counted)
worst max-delay path: pci_req[6] / last_grant[0] / 4
worst min-delay path: rst_n / cstate[3] / 1
worst max register to register: cstate[0] / last_grant[0] / 3
worst min register to register: expire_counter[0] / expire_counter[0] / 1
max in group asynchronous: rst_n / pci_grnt[3] / 2
min in group clk0: expire_counter[0] / expire_counter[0] / 1
logic make-up after synthesis:
group / count (synthesis) / synth area share (%)
simple gates: 31 / 20.4
flops: 21 / 57.4
compound gates: 17 / 13.6
buf+inv: 7 / 2.86
xor+xnor: 2 / 1.91
mux: 2 / 2.45
fa+ha+maj: 1 / 1.36
final cells by class:
type	count	area share (%)
Inverter	6	1.83
Timing Repair Buffer	19	15.2
Clock buffer	3	3.35
Multi-Input combinational cell	53	29.6
Sequential cell	21	42.7
Clock inverter	1	0.406
Tap cell	67	6.80
stage by stage:
stage	utilization [%]	instances	hold slack, ps
final	25.6	170	416
after global routing	25.6	170	446
after CTS	25.6	170	421
after detailed placement	24.6	166	455
after global placement	24.6	166	437
after floorplan	-	81	124
worst reg2reg max path, cell delays in order (launching register included):
cell     delay, ps
dfstp_2        600
nor4b_4        360
nand4_2        210
o31ai_2        250
power breakdown:
| part | switching [mW] | internal (mW) |
|---|---|---|
| Combinational | 0.0595 | 0.0940 |
| Sequential | 0.0304 | 0.451 |
| Clock | 0.124 | 0.132 |
| Total | 0.214 | 0.677 |
placed cells by master (no fill, tap or decap), types with 3 or more instances in the layout:
| master | count |
|---|---|
| a31oi_1 | 3 |
| clkbuf_8 | 3 |
| clkdlybuf4s50_1 | 18 |
| dfrtp_1 | 20 |
| inv_1 | 6 |
| nand2_1 | 4 |
| nand2b_1 | 5 |
| nand3_1 | 3 |
| nand3b_1 | 3 |
| nor2_1 | 8 |
| nor2b_1 | 3 |
| o21ai_0 | 3 |
No activity file was given, so power comes from the tool's default toggle rates.
